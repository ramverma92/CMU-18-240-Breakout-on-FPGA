===== flow/design.v =====
module BCDtoSevenSegment
    (input logic [3:0] bcd,
     output logic [6:0] segment);
    always_comb
      case (bcd)
        4'b0000: segment=7'b1000000;
        4'b0001: segment=7'b1111001;
        4'b0010: segment=7'b0100100;
        4'b0011: segment=7'b0110000;
        4'b0100: segment=7'b0011001;
        4'b0101: segment=7'b0010010;
        4'b0110: segment=7'b0000010;
        4'b0111: segment=7'b1111000;
        4'b1000: segment=7'b0000000;
        4'b1001: segment=7'b0011000;
                  default: segment=7'b1111111;
      endcase
endmodule: BCDtoSevenSegment
module ChipInterface
	(input logic         CLOCK_50,
	input logic [3:0] KEY,
	input logic [17:0] SW,
	output logic [6:0] HEX6,
	output logic [7:0] VGA_R, VGA_G, VGA_B,
	output logic 		VGA_BLANK_N, VGA_CLK, VGA_SYNC_N,
	output logic 		VGA_VS, VGA_HS);
        logic [8:0] row;
        logic [9:0] col;
        logic blank;
        assign VGA_BLANK_N = ~blank;
        assign VGA_SYNC_N=0;
        assign VGA_CLK = ~CLOCK_50;      
        vga v(CLOCK_50,~KEY[2],VGA_HS,VGA_VS,blank,row,col); 
        logic [23:0] vg;
        assign {VGA_R,VGA_G,VGA_B}=vg;
	     logic [3:0] score;
		  logic win,lose; 
        wall w(row,col,CLOCK_50,~KEY[2],~KEY[0],~KEY[3],(~KEY[1]|SW[17]),vg,score,win,lose,SW[0],SW[1]);
		  BCDtoSevenSegment seven(score,HEX6);
endmodule: ChipInterface 

===== flow/config.mk =====
export PLATFORM = sky130hd
export DESIGN_NAME = BCDtoSevenSegment
export DESIGN_NICKNAME = BCDtoSevenSegment
export VERILOG_FILES = /design/flow/design.v
export SDC_FILE = /design/flow/constraint.sdc
export NUM_CORES = 4
export LEC_CHECK = 1
export CORE_AREA = 10 10 70 70
export DIE_AREA = 0 0 80 80

===== flow/constraint.sdc =====
current_design BCDtoSevenSegment

set clk_period 1.5
set clk_io_pct 0.2

create_clock -name clk0 -period $clk_period

set non_clock_inputs [all_inputs -no_clocks]
set_input_delay [expr $clk_period * $clk_io_pct] -clock clk0 $non_clock_inputs
set_output_delay [expr $clk_period * $clk_io_pct] -clock clk0 [all_outputs]

===== flow/run.sh =====
#!/bin/bash
# OpenROAD 26Q1-2900-gdf79404cd8, Yosys 0.63+post, stock flow scripts
make -C /OpenROAD-flow-scripts/flow DESIGN_CONFIG=/design/flow/config.mk WORK_HOME=/design/flow/orfs finish

==> flow_metrics.env <==
# physical design summary
export IMPL_status="finished clean"
export IMPL_worst_pin_slew_ns=0.2635
export IMPL_areaGrowthSynthToFinish_pct=127.5
export IMPL_avgViaCountPerCell=2.911
export IMPL_yosysWarningCount=1
export IMPL_mux_share_pct=0
export IMPL_cellPowerDensity_mw_per_mm2=251.1
export IMPL_mostFrequentLayoutCell="o21ai_2"
export IMPL_wl_um=789
export IMPL_simple_gate_share_pct=27.98
export IMPL_flop_count=0
export IMPL_worst_setup_path_start_kind="input port"
export IMPL_fa_ha_area_share_pct=25.91
export IMPL_dieArea_mm2=0.006400
export IMPL_grt_usage_pct=2.309
export IMPL_drive_above_1_share_pct=76.36
export IMPL_critical_path_required_ns=1.20
export IMPL_fp_util_pct=7.070
export IMPL_setup_viol=0
export IMPL_dr_total_vias=294
export IMPL_grt_max_degree=12
export IMPL_lay_top_cells="8 x o21ai_2, 7 x buf_2, 6 x buf_4, 5 x buf_6"
export IMPL_finalClockPeriodUsage_pct=95.67
export IMPL_fin_util_pct=16.08
export IMPL_hold_path_class="in2out"
export IMPL_arrival_ns=1.14
export IMPL_xor_area_share_pct=0
export IMPL_crit_fanout=5
export IMPL_dieHeight_um=80
export IMPL_rsz0062_at_grt="no"
export IMPL_detail_route_antenna_nets=0
export IMPL_synth_top_cell_area_share_pct=25.91
export IMPL_critical_path_class="in2out"
export IMPL_clock_fmax_mhz=696.8
export IMPL_drcViolationCount=0
export IMPL_seq_area_frac_synth_pct=0
export IMPL_hold_buffers=0
export IMPL_synthTopCellsByArea="ha_1 26%, o21ai_2 18%, o21ai_1 8.3%, nand2b_2 7.3%, a21oi_1 6.2%"
export IMPL_drtIter0Drc=12
export IMPL_coreArea_mm2=0.003416
export IMPL_ys_sh_aoi_pct=34.72
export IMPL_end_kind="primary output"
export IMPL_pin_count=11
export IMPL_top_area_cell="ha_1"
export IMPL_antenna_found_initial=0
export IMPL_p_leak_nw=0.2313
export IMPL_numPortBuffers=11
export IMPL_gp_congestion=0.8656
export IMPL_overflow=0
export IMPL_slew_headroom_pct=82.43
export IMPL_fin_crit_ns=1.435
export IMPL_first_pass_iters=2
export IMPL_post_drt_wl_per_cell_um=7.812
export IMPL_dpl_cell_area_um2=445.4
export IMPL_final_area_um2=549.3
export IMPL_dp_hpwl_um=564.8
export IMPL_avgSynthCellArea_um2=7.102
export IMPL_synth_cells=34
export IMPL_flop_area_um2=0
export IMPL_ys_area_um2=241.5
export IMPL_antenna_cells=0
export IMPL_peakVddDrop_mv=0.04366
export IMPL_synth_cell_types=14
export IMPL_die_width_um=80
export IMPL_grt_pass1_wl_um=1290
export IMPL_drv_slew=0
export IMPL_num_rows=21
export IMPL_warning_count=37
export IMPL_ys_cells=34
export IMPL_num_fill_cells=386
export IMPL_logic_family="AND-OR/OR-AND gates"
export IMPL_finalHoldViolCount=0
export IMPL_grt_pass1_vias=282
export IMPL_synthesis_area_um2=241.5
export IMPL_drv_cap=0
export IMPL_nClkBuffers=0
[through the flow]
step | hold WS, ns | std cells | total power, mW | setup WS, ns | setup TNS (ns)
final | 1.085 | 101 | 0.1379 | 0.06496 | 0
after global routing | 1.128 | 101 | 0.1515 | 0.01235 | 0
after CTS | 1.101 | 100 | 0.1346 | -0.006019 | -0.006019
after detailed placement | 1.762 | 96 | 0.1142 | -0.6423 | -4.233
after global placement | 1.762 | 96 | 0.1140 | -0.6493 | -4.215
after floorplan | 0.6790 | 34 | 0.04788 | 0.3622 | 0
[per-layer routing]
metal / vias to the layer above / part of all wire, % / global-route usage (%)
li1: 158 / - / -
met4: 0 / 0 / 0
met1: 129 / 43 / 3.164
met2: 7 / 47 / 3.852
met5: - / 0 / 0
met3: 0 / 9.9 / 0.4545
[layout make-up]
class | instances | area, um^2 | share of cell area, %
Inverter | 3 | 11.26 | 2.050
Multi-Input combinational cell | 29 | 290.3 | 52.85
Tap cell | 46 | 57.56 | 10.48
Timing Repair Buffer | 23 | 190.2 | 34.62
[timing repair]
action,4_1_cts,5_1_grt
setup endpoints to repair,7,7
pin swaps,10,3
setup buffers,4,1
resized,47,5
[critical path, cell delays in order]
cell,delay [ns]
buf_2,0.10
buf_6,0.12
buf_6,0.11
buf_6,0.12
a21oi_2,0.10
nor2_1,0.05
dlygate4sd2_1,0.23
[logic make-up after synthesis]
logic type,count (synthesis)
adder cells (fa/ha/maj),5
buffers and inverters,5
AND/OR/NAND/NOR,11
AND-OR/OR-AND,13
[path summary, 6_finish.rpt]
check | to | from | cells past startpoint | slack, ns
worst max-delay path | segment[1] | bcd[3] | 7 | 0.06
worst min-delay path | segment[4] | bcd[0] | 5 | 1.09
[Yosys cell counts, drive strengths merged]
cell,n
nand2,2
inv,3
ha,5
a21oi,3
nand2b,4
o21ai,10
nor2,4
nor3b,1
buf,2
[where the power goes]
part	total, mW	internal (mW)	leakage, nW	switching [mW]
combinational	0.138	0.0781	0.231	0.0598
sequential	0	0	0	0
clock	0	0	0	0
total	0.138	0.0781	0.231	0.0598
Power is estimated from default activity; no workload was simulated.
