==> flow/design.v <==
module fakeclock
  (input logic clock,reset,
   output fclock);
	logic [31:0] out2;
	logic reset2;
	counter #(32) count2(clock, reset2|reset,1, out2);  
	assign reset2 = (out2 == 32'd833599) ? 1'b1 : 1'b0;
	always_ff @(posedge clock)
	if (reset)
     fclock <= 0;	
	else if (out2 == 32'd833599)
	   fclock <= 1;
	else 
      fclock <= 0;	
endmodule: fakeclock
module fakeclock2
  (input logic clock,reset,
   output fclock);
	logic [31:0] out2;
	logic reset2;
	counter #(32) count2(clock, reset2|reset,1, out2);  
	assign reset2 = (out2 == 32'd2500799) ? 1'b1 : 1'b0;
	always_ff @(posedge clock)
	if (reset)
     fclock <= 0;	
	else if (out2 == 32'd2500799)
	   fclock <= 1;
	else 
      fclock <= 0;	
endmodule: fakeclock2
module fakeclock3
  (input logic clock,reset,
   output fclock);
	logic [31:0] out2;
	logic reset2;
	counter #(32) count2(clock, reset2|reset,1, out2);  
	assign reset2 = (out2 == 32'd41679999) ? 1'b1 : 1'b0;
	always_ff @(posedge clock)
	if (reset)
     fclock <= 0;	
	else if (out2 == 32'd41679999)
	   fclock <= 1;
	else 
      fclock <= 0;	
endmodule: fakeclock3
module wall
  (input  logic [8:0] row,
   input  logic [9:0] col,
	input  logic clock, reset,right,left,shoot,
   output logic [23:0] color,
	output logic [3:0] score,
	output logic win, lose,
	input logic slow,control);
	logic [9:0] coll,colr;
	paddle p(coll,colr,right,left,clock,reset,slow,bcol,brow,control);
	logic prow,pcol;
	range_check #(9) r(9'd440,9'd459,row,prow);
	range_check #(10) rr2(coll,colr,col,pcol);
	logic e0,e1,e2,e3,e4,e5,e6,e7,e8,e9,ea,eb, bl0,bl1,bl2,bl3,bl4,bl5,bl6,bl7,bl8,bl9,bla,blb,t0,b0,l0,r0,t1,b1,l1,r1,t2,b2,l2,r2,t3,b3,l3,r3,t4,b4,l4,r4,t5,b5,l5,r5,t6,b6,l6,r6,t7,b7,l7,r7,t8,b8,l8,r8,t9,b9,l9,r9,ta,ba,la,ra,tb,bb,lb,rb;
	bricks br(clock,reset,col,bcol,row,brow,e0,e1,e2,e3,e4,e5,e6,e7,e8,e9,ea,eb, bl0,bl1,bl2,bl3,bl4,bl5,bl6,bl7,bl8,bl9,bla,blb,
	t0,b0,l0,r0,t1,b1,l1,r1,t2,b2,l2,r2,t3,b3,l3,r3,t4,b4,l4,r4,t5,b5,l5,r5,t6,b6,l6,r6,t7,b7,l7,r7,t8,b8,l8,r8,t9,b9,l9,r9,ta,ba,la,ra,tb,bb,lb,rb,shoot,win,lose);
	logic [9:0] bcol,bcolv;
	logic [8:0] brow,browv;
	ball b(clock, reset,shoot,coll,colr,bcol,brow,t0,b0,l0,r0,t1,b1,l1,r1,t2,b2,l2,r2,t3,b3,l3,r3,t4,b4,l4,r4,t5,b5,l5,r5,t6,b6,l6,r6,t7,b7,l7,r7,t8,b8,l8,r8,t9,b9,l9,r9,ta,ba,la,ra,tb,bb,lb,rb,
	       bl0,bl1,bl2,bl3,bl4,bl5,bl6,bl7,bl8,bl9,bla,blb,
	       score,
	      win,lose,slow);
	offset_check #(9)  of2(brow,10'd4,row,browv);
   offset_check #(10) of3(bcol,10'd4,col,bcolv);
  always_ff @(posedge clock) begin
    if ((col>10'd19 & col<10'd40 & row>9'd9 & row<9'd470) | (col>10'd589 & col<10'd610 & row>9'd9 & row<9'd470) | (col>10'd19 & col<10'd610 & row>9'd9 & row<9'd30))
      if (win)
		  color <= 24'h00FF00;
		else if (lose)
		  color <= 24'hFF0000;
		else  
		  color <= 24'hCCCCCC;
	else if (prow & pcol) 
      color <= 24'h00FF00;	
	else if (e0 & ~bl0 & ~win & ~lose)
      color = 24'hFFFF00;
	else if (e2 & ~bl2 & ~win & ~lose)
      color = 24'hFFFF00;
	else if (e4 & ~bl4 & ~win & ~lose)
      color = 24'hFFFF00;
	else if (e6 & ~bl6 & ~win & ~lose)
      color = 24'hFFFF00;
	else if (e8 & ~bl8 & ~win & ~lose)
      color = 24'hFFFF00;
	else if (ea & ~bla & ~win & ~lose)
      color = 24'hFFFF00;
	else if (e1 & ~bl1 & ~win & ~lose)
      color = 24'hFF00FF;	
	else if (e3 & ~bl3 & ~win & ~lose)
      color = 24'hFF00FF;
	else if (e5 & ~bl5 & ~win & ~lose)
      color = 24'hFF00FF;
	else if (e7 & ~bl7 & ~win & ~lose)
      color = 24'hFF00FF;
	else if (e9 & ~bl9 & ~win & ~lose)
      color = 24'hFF00FF;
	else if (eb & ~blb & ~win & ~lose)
      color = 24'hFF00FF;	
	else if (bcolv & browv & ~win & ~lose)
      color = 24'hFFFFFF;	
   else
	   color <= 24'h000000;
	end
endmodule: wall
module paddle
  (output  logic [9:0] coll,colr,
	input  logic       right,left,clock,reset,slow,
	input logic [9:0] bcol,
	input logic [8:0] brow,
	input logic control);
	logic fclock,fclock1;
	fakeclock f(clock,reset,fclock1);
	logic fclock2;
	fakeclock2 f2(clock,reset,fclock2);
	assign fclock = (slow) ? fclock1 : fclock2;
	always_ff @(posedge clock) begin
	  if (reset) begin
       coll <= 10'd193;
       colr <= 10'd257;		 
     end
	  else if (fclock & right & ~left & colr<10'd591) begin
       coll <= coll + 10'd5;
       colr <= colr + 10'd5;
		end
	  else if (fclock & left & ~right & coll>10'd39) begin
       coll <= coll - 10'd5;
       colr <= colr - 10'd5;	 
	  end
	  else begin
		 coll <= coll;
		 colr <= colr;
	  end
	end  
endmodule: paddle
module brick
  #(parameter leftcol=10'd40,toprow=9'd100,width=10'd100,height=9'd30)
  (input logic clock, reset,
   input logic [9:0] col,bcol,
	input logic [8:0] row,brow,
	input logic shoot,win,lose,
	output logic display,ballin,t,b,l,r);
	logic displayc,displayr,ballcol,ballrow;
	offset_check #(10) off(leftcol,width,col,displayc);
	offset_check  #(9) off2(toprow,height,row,displayr);
	offset_check #(10) rr0(leftcol,width,bcol,ballcol);
	offset_check #(9)  rr1(toprow,height,brow,ballrow);
	logic newgame;
	always_ff @(posedge clock)
	  if (reset) begin
	    ballin <= 0;
		 t <= 0;
	    b <= 0;
	    l <= 0;
	    r <= 0;
		 newgame <= 0;
	  end
	  else if (ballcol & ballrow)	 begin
	    ballin <= 1;
		  t <= (ballcol &  (brow+9'd3)>(toprow-9'd1) & ~ballin);
	     b <= (ballcol & brow==(toprow+height) & ~ballin);
	     l <= (ballrow & (bcol+10'd3)==(leftcol-10'd1) & ~ballin);
	     r <= (ballrow & bcol==(leftcol+width) & ~ballin);
		end
		else if(shoot) 
		  newgame <= (win|lose);
		else if (newgame) begin
		  newgame <= 0;
		  ballin <= 0;
		end  
	assign display = displayc & displayr;
endmodule: brick
module bricks
  (input logic clock, reset,
   input logic [9:0] col,bcol,
	input logic [8:0] row,brow,
   output logic e0,e1,e2,e3,e4,e5,e6,e7,e8,e9,ea,eb,
	output logic bl0,bl1,bl2,bl3,bl4,bl5,bl6,bl7,bl8,bl9,bla,blb,
	output logic t0,b0,l0,r0,
	output logic t1,b1,l1,r1,
	output logic t2,b2,l2,r2,
	output logic t3,b3,l3,r3,
	output logic t4,b4,l4,r4,
	output logic t5,b5,l5,r5,
	output logic t6,b6,l6,r6,
	output logic t7,b7,l7,r7,
	output logic t8,b8,l8,r8,
	output logic t9,b9,l9,r9,
	output logic ta,ba,la,ra,
	output logic tb,bb,lb,rb,
	input logic shoot,win,lose);
	brick #(40, 100,100,30) bb0(.display(e0), .ballin(bl0), .t(t0), .b(b0), .l(l0), .r(r0), .*);
	brick #(140, 100,100, 30) bb1(.display(e1), .ballin(bl1), .t(t1), .b(b1), .l(l1), .r(r1), .*);
	brick #(240, 100,100, 30) bb2(.display(e2), .ballin(bl2), .t(t2), .b(b2), .l(l2), .r(r2), .*);
	brick #(340, 100,100, 30) bb3(.display(e3), .ballin(bl3),.t(t3), .b(b3), .l(l3), .r(r3),  .*);
	brick #(440, 100,100, 30) bb4(.display(e4), .ballin(bl4),.t(t4), .b(b4), .l(l4), .r(r4),  .*);
	brick #(540, 100,50 ,30) bb5(.display(e5), .ballin(bl5), .t(t5), .b(b5), .l(l5), .r(r5), .*);
	brick #(40, 150,50 ,30) bb6(.display(e6), .ballin(bl6), .t(t6), .b(b6), .l(l6), .r(r6), .*);
	brick #(90, 150,100 ,30) bb7(.display(e7), .ballin(bl7),.t(t7), .b(b7), .l(l7), .r(r7),  .*);
	brick #(190, 150,100 ,30) bb8(.display(e8), .ballin(bl8), .t(t8), .b(b8), .l(l8), .r(r8), .*);
	brick #(290, 150,100 ,30) bb9(.display(e9), .ballin(bl9), .t(t9), .b(b9), .l(l9), .r(r9), .*);
	brick #(390, 150,100 ,30) bbA(.display(ea), .ballin(bla),.t(ta), .b(ba), .l(la), .r(ra),  .*);
	brick #(490, 150,100 ,30) bbB(.display(eb), .ballin(blb), .t(tb), .b(bb), .l(lb), .r(rb), .*);
endmodule: bricks
module ball
  (input logic clock, reset,shoot,
   input logic [9:0] pcoll,pcolr, 
   output logic [9:0] bcol,
	output logic [8:0] brow,
	input logic t0,b0,l0,r0,t1,b1,l1,r1,t2,b2,l2,r2,t3,b3,l3,r3,t4,b4,l4,r4,t5,b5,l5,r5,t6,b6,l6,r6,t7,b7,l7,r7,t8,b8,l8,r8,t9,b9,l9,r9,ta,ba,la,ra,tb,bb,lb,rb,
	input logic bl0,bl1,bl2,bl3,bl4,bl5,bl6,bl7,bl8,bl9,bla,blb,
	output logic [3:0] score,
	output logic win,lose,
	input  logic slow);
	logic move;
	logic fclock,fclock1;
	fakeclock f(clock,reset,fclock1);
	logic fclock2;
	fakeclock2 f2(clock,reset,fclock2);
	assign fclock = (slow) ? fclock1 : fclock2;
	logic fclock3;
	fakeclock3 f3(clock,reset,fclock3);
	logic paddle, paddlel, paddler, paddleleft,paddleright;
	range_check rc(pcoll,pcolr,bcol,paddle);
	offset_check #(10) occ(pcoll,10'd32,bcol,paddleleft);
	offset_check #(10) occ2(pcoll+10'd32,10'd31,bcol,paddleright);
	assign paddlel = 0; 
	assign paddler = 0; 
	always_ff @(posedge clock) begin
	  if (reset | (brow>10'd474)) begin
	    left <=0;
	    right <=1;
	    up <= 1;
		 down <= 0;
	  end	 
	  else if (bcol<10'd40 |r0|r1|r2|r3|r4|r5|r6|r7|r8|r9|ra|rb|paddler) begin 
	    left <= 0;
		 right <= 1;
		 up <= up;
		 down <= down;
	  end
	  else if (bcol>10'd585 | l0|l1|l2|l3|l4|l5|l6|l7|l8|l9|la|lb|paddlel) begin 
	    left <= 1;
		 right <= 0;
		 up <= up;
		 down <= down;
	  end
	  else if (brow<9'd30 | b0|b1|b2|b3|b4|b5|b6|b7|b8|b9|ba|bb) begin 
	    up <= 0;
		 down <= 1;
		 left <= left;
		 right <= right;
	  end	 
	  else if ((brow>9'd436)&paddle&(paddleleft|paddleright)) begin
	    up <= 1;
		 down <= 0;
		 left <= paddleleft;
		 right <= paddleright;
	  end
	  else if (((brow>9'd436) & paddle) |t0|t1|t2|t3|t4|t5|t6|t7|t8|t9|ta|tb) begin 
	    up <= 1;
		 down <= 0;
		 right <= right;
		 left <= left;
	  end	 
	end
	assign lose =  (score==2'd0);
	assign win = (score==4'd3 & ~move) ? 0 : (score>2'd0 & bl0 & bl1 & bl2 & bl3 & bl4 & bl5 & bl6 & bl7 & bl8 & bl9 & bla & blb) ? 1:0;
	logic newgame;
	logic left, right, up, down;
	logic [9:0] hvelocity;
	logic [8:0] vvelocity;
	always_ff @(posedge clock)
		if (shoot) begin
		  move <= 1;
		  newgame <= (win|lose);
		end  
		else if(reset | newgame) begin
			bcol <= 10'd400;
			brow <= 9'd420;
			move <= 0;
			hvelocity <= 10'd1;
			vvelocity <= 9'd2;
			score <= 4'd3;
			newgame <= 0;
		end 
		else if (win) begin
		 bcol <= 10'd400;
		 brow <= 9'd420;
		end 
		else if (brow>10'd474) begin
		  bcol <= 10'd400;
		  brow <= 9'd420;
		  move <= 0;
		  score <= score - 4'd1;
		end  
		else if(fclock & move & up & left) begin
		   hvelocity <= (fclock3 & move & (hvelocity<10'd9)) ? hvelocity + 10'd1 : hvelocity;
	    vvelocity <= (fclock3 & move & (vvelocity<9'd10)) ? vvelocity + 9'd1 : vvelocity;
			brow <= brow - vvelocity;
			bcol <= bcol - hvelocity;
		  end
		else if(fclock & move & up & right) begin
       hvelocity <= (fclock3 & move & (hvelocity<10'd9)) ? hvelocity + 10'd1 : hvelocity;
	    vvelocity <= (fclock3 & move & (vvelocity<9'd10)) ? vvelocity + 9'd1 : vvelocity;
			brow <= brow - vvelocity;
			bcol <= bcol + hvelocity;
		  end
		else if (fclock & move & down & left) begin
		hvelocity <= (fclock3 & move & (hvelocity<10'd9)) ? hvelocity + 10'd1 : hvelocity;
	    vvelocity <= (fclock3 & move & (vvelocity<9'd10)) ? vvelocity + 9'd1 : vvelocity;
			brow <= brow + vvelocity;
			bcol <= bcol - hvelocity;
		  end
		else if (fclock & move & down & right) begin	
		hvelocity <= (fclock3 & move & (hvelocity<10'd9)) ? hvelocity + 10'd1 : hvelocity;
	    vvelocity <= (fclock3 & move & (vvelocity<9'd10)) ? vvelocity + 9'd1 : vvelocity;
			brow <= brow + vvelocity;
			bcol <= bcol + hvelocity;
			end
endmodule: ball
module range_check
  #(parameter WIDTH = 10)
  (input  logic [WIDTH-1:0] low, high, val,
   output logic             is_between);
  assign is_between = ((val>low || val==low) && (val<high || val==high));
endmodule: range_check
module offset_check
  #(parameter WIDTH = 10)  
  (input  logic [WIDTH-1:0] low, delta, val,
   output logic             is_between);
  range_check #(WIDTH) ran(low,low+delta,val,is_between);
endmodule: offset_check
==> flow/run.sh <==
#!/bin/bash
# OpenROAD 26Q1-2900-gdf79404cd8, Yosys 0.63+post, stock flow scripts
make -C /OpenROAD-flow-scripts/flow DESIGN_CONFIG=/design/flow/config.mk WORK_HOME=/design/flow/orfs finish
==> flow/config.mk <==
export PLATFORM = sky130hd
export DESIGN_NAME = bricks
export DESIGN_NICKNAME = bricks
export VERILOG_FILES = /design/flow/design.v
export SDC_FILE = /design/flow/constraint.sdc
export NUM_CORES = 4
export LEC_CHECK = 1
export CORE_UTILIZATION = 50
==> flow/constraint.sdc <==
current_design bricks

set clk_period 4.9
set clk_io_pct 0.2

create_clock -name clk0 -period $clk_period [get_ports {clock}]

set non_clock_inputs [all_inputs -no_clocks]
set_input_delay [expr $clk_period * $clk_io_pct] -clock clk0 $non_clock_inputs
set_output_delay [expr $clk_period * $clk_io_pct] -clock clk0 [all_outputs]
==> changes_impl.md <==
### Metrics

* Status: completed
* Share of layout cells above drive strength 1 at 9.05%
* Clk sinks at 72
* Post-CTS Resized at 0
* Via density at about 6
* Psw at between 0.0003 and 0.0004 W
* Fin crit period at between 4 and 5 ns
* Seq pwr share at a little under half
* CTS Buf Count at 9
* FF-to-FF setup slack at 3.88 ns
* Die H at 92.0 um
* Largest net degree at the start of global routing at 41
* Final GP Congestion at 0.910
* Slowest CP cell: clkdlybuf4s50_1
* Cell count listed in synth_stat.txt at around 500
* Tcrit/Tclk final at between 80% and 90%
* Setup crit start kind: input pin
* Seq/Total Area, Yosys at between 30% and 40%
* CP Capture Type: output port
* Clock network fraction of design power at a little over 40%
* Num rows at 32
* GRT Residual Overflow at 0
* CP max FO at 6
* CP Cell Sequence: clkdlybuf4s50_1 > or3_1 > a2111oi_0 > o21bai_1 > nor4_1 > clkdlybuf4s50_1
* WP data arrival at ~3.3 ns
* Root Buffer Master: clkbuf_8
* Leakage at 2.02 nW
* N_diodes at 0
* Worst Max-Slew Pin Slew at between 0.6 and 0.7 ns
* Number of setup buffers added after CTS at 0
* Routed via count at 4094
* Total Neg Setup Slack at 0 ns
* Number of port buffers at roughly 110
* Fillers at between 600 and 700
* Registers, synthesis at just over 70
* Power Internal at between 0.0009 and 0.001 W
* Initial antenna violation count at 0
* Clock buffer depth at 2
* Routed wire length at roughly 11000 um
* Cell mode on critical path: clkdlybuf4s50_1
* VDD IR max at between 150 and 200 uV
* DIE AREA at 8460 um^2
* Power share of the combinational group at about an eighth
* Layout area overhead at 34.1%
* Net switching fraction of the power at a little over a quarter
* Synthesized cell area at 4050 um^2
* Fmax at between 0.2 and 0.25 GHz
* Unrepaired setup endpoints after global routing: no
* DP HPWL at ~7400 um
* Hold Path Class: flip-flop to flip-flop
* Initial drt markers at roughly 250
* Latency at later pin at about 0.35 ns
* Initial DRT Pass Iterations at 4
* Vias in the first global route at around 3700
* Hold Violations, Final at 0
* Worst-path clk slew at ~0.070 ns
* Max cap viols at 0
* Yosys chip area at 4050 um^2
* Critical path required time at 3.92 ns
* Worst setup startpoint: row[3]
* OpenROAD warning count at 26
* Syn_area_per_cell at a little over 8 um^2
* Final Skew at 0.0117 ns
* H-tree levels at 3
* R2R depth at 5
* Worst setup endpoint: e1
* # setup viols final at 0
* Gr usage total at a little over a quarter
* WHS at 0.457 ns
* Slew Limit Fails at 0
* Core Density at Floorplan at between 50% and 60%
* Dominant flop cell: dfxtp_1
* # DRC at 0
* I/O pin count at 115
* Die x size at ~92 um
* Yosys warns at between 100 and 150
* Reg2reg start: bb4.ballin
* Wirelength per Cell at about 16 um
* Final ANT Viol Nets at 0
* PwrDens at between 200 and 250 nW/um^2
* Cells after synthesis at ~500
* Crit path kind: input pin to output port
* CTS Hold Bufs at 0
* EDFF count, synth at 0
* R2r endpoint: bb4.r
* Ys async rst share at 0%
* First-pass GRT wire length at 17700 um
* Cell Type Count at 64
* Core Region at about 8000 um^2
* CTS tree: done
* CP peak stage delay at a little over 0.5 ns
* Max-slew headroom at 53.1%
## worst max-delay path, delay by kind of cell
family          cells  cell delay (ns)
compound gates      2             0.70
buf+inv             2             0.95
simple gates        2             0.70
## final cells by class
type,count,area [um^2],area share (%)
multi-input cells,376,2410,44.4
flip-flops and latches,72,1440,26.5
repair buffers,118,1170,21.5
clock buffers,9,124,2.28
clock inverters,7,103,1.89
well taps,102,128,2.35
inverters,15,56.3,1.04
## cells in the mapped netlist, types with 9 or more instances
library cell / instances / area share (%)
a21oi_1: 25 / 3.1
and3_1: 14 / 2.2
clkbuf_1: 27 / 2.5
dfxtp_1: 72 / 36
inv_1: 14 / 1.3
mux2_2: 17 / 4.7
mux2i_1: 16 / 4.0
nand2_1: 40 / 3.7
nand3_1: 16 / 2.0
nand4_1: 9 / 1.4
nor2_1: 44 / 4.1
nor2b_1: 24 / 3.7
nor3_1: 19 / 2.3
nor3b_1: 12 / 2.2
nor4_1: 10 / 1.5
o21ai_0: 30 / 3.7
## layer usage
metal  GRT usage (%)  wire length (um)
met1            41.2              5150
met3            5.15               896
met5               0                 0
met2            38.9              4690
met4            4.82               128
## worst min-delay path by stage
stage	start	endpoint	slack, ns	depth (start not counted)
after CTS	bb7.newgame	bb7.newgame	0.46	2
after global routing	bb0.r	bb0.r	0.47	2
final	bb3.newgame	bb3.newgame	0.46	2
## placed cells by master, fill, tap and decap left out, types with 4 or more instances in the layout
cell type	count
clkdlybuf4s50_1	113
dfxtp_1	72
nor2_1	44
nand2_1	40
o21ai_0	30
a21oi_1	25
nor2b_1	24
nor3_1	19
mux2_2	17
nand3_1	16
mux2i_1	16
inv_1	14
and3_1	14
nor3b_1	12
nor4_1	10
nand4_1	9
clkbuf_8	9
o211ai_1	8
o21a_1	8
or3_1	6
a21boi_0	6
a31oi_1	5
nand2b_1	4
and2_1	4
buf_4	4
## power groups by stage
stage	sequential (W)	clock, W	combinational (W)
CTS	0.000597	0.000546	0.000166
finish	0.000597	0.000533	0.000169
global route	0.000598	0.000569	0.000183
## logic make-up (layout without fill, tap and decap cells)
group           count (synthesis)  in the layout  synth area share, %
simple gates                  226            226                 30.7
flops                          72             72                 35.6
buf+inv                        49            149                 4.85
compound gates                112            112                 18.5
mux                            38             38                 10.3
## through the flow
| step | instance area (um^2) | std cells | util [%] | total power, W | worst slack [ns] |
|---|---|---|---|---|---|
| CTS | 5430 | 699 | 69.9 | 0.00131 | 0.592 |
| finish | 5430 | 699 | 69.9 | 0.00130 | 0.592 |
| detailed placement | 5200 | 683 | 67.0 | 0.000775 | 0.603 |
| global placement | 5200 | 683 | 67.0 | 0.000773 | 0.704 |
| global route | 5430 | 699 | 69.9 | 0.00135 | 0.357 |
| floorplan | 4050 | 497 | - | 0.000703 | 1.84 |
Power and IR drop assume default switching activity.
